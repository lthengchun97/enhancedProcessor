==> design.v <==
  module enhanced (
	input clock,reset,Aeq0,Apos,enter,
	input [2:0] ir,
	output reg IRload,JMPmux,PCload,Meminst,MemWr,
	output reg [1:0] Asel,
	output reg Aload,Sub,Halt,
	output [3:0] showstate
  );
  wire light;
  reg [3:0] state, next_state;
  parameter s0=4'b0000,s1=4'b0001,s2=4'b0010,s3=4'b1000,s4=4'b1001,s5=4'b1010,s6=4'b1011,s7=4'b1100,s8=4'b1101,s9=4'b1110,s10=4'b1111;
  always @(posedge clock or negedge reset)
  begin
  if (reset == 0)
	state<=s0;
  else
	state<=next_state;
   end
   always @ (state, ir)
   begin
   case (state)
	s0: begin
		{IRload,JMPmux,PCload,Meminst,MemWr,Asel[1:0],Aload,Sub,Halt}=10'b0000000000;
		next_state = s1;
	   end
	s1: begin
		{IRload,JMPmux,PCload,Meminst,MemWr,Asel[1:0],Aload,Sub,Halt}=10'b1010000000;
		next_state = s2;
		end
	s2: begin
		{IRload,JMPmux,PCload,Meminst,MemWr,Asel[1:0],Aload,Sub,Halt}=10'b0001000000;
		case(ir)
		3'b000 : next_state = s3;
		3'b001 : next_state = s4;
		3'b010 : next_state = s5;
		3'b011 : next_state = s6;
		3'b100 : next_state = s7;
		3'b101 : next_state = s8;
		3'b110 : next_state = s9;
		3'b111 : next_state = s10;
		endcase
		end
	s3: begin
		{IRload,JMPmux,PCload,Meminst,MemWr,Asel[1:0],Aload,Sub,Halt}=10'b0000010100;
		next_state = s0;
		end
	s4: begin
		{IRload,JMPmux,PCload,Meminst,MemWr,Asel[1:0],Aload,Sub,Halt}=10'b0001100000;
		next_state = s0;
		end
	s5: begin
		{IRload,JMPmux,PCload,Meminst,MemWr,Asel[1:0],Aload,Sub,Halt}=10'b0000000100;
		next_state = s0;
		end
	s6: begin
		{IRload,JMPmux,PCload,Meminst,MemWr,Asel[1:0],Aload,Sub,Halt}=10'b0000000110;
		next_state = s0;
		end
	s7: begin
		{IRload,JMPmux,PCload,Meminst,MemWr,Asel[1:0],Aload,Sub,Halt}=10'b0000001100;
		if(enter == 1)
		next_state = s0;
		else
		next_state = s7;
		end
	s8: begin
		if(Aeq0 == 1)
		{IRload,JMPmux,PCload,Meminst,MemWr,Asel[1:0],Aload,Sub,Halt}=10'b0110000000;
		else
		{IRload,JMPmux,PCload,Meminst,MemWr,Asel[1:0],Aload,Sub,Halt}=10'b0100000000;
		next_state = s0;
		end
	s9: begin
		if(Apos == 1)
		{IRload,JMPmux,PCload,Meminst,MemWr,Asel[1:0],Aload,Sub,Halt}=10'b0110000000;
		else
		{IRload,JMPmux,PCload,Meminst,MemWr,Asel[1:0],Aload,Sub,Halt}=10'b0100000000;
		next_state = s0;
		end
	s10: begin
		{IRload,JMPmux,PCload,Meminst,MemWr,Asel[1:0],Aload,Sub,Halt}=10'b0000000001;
		next_state = s10;
		end
	default : next_state = s0;
	endcase
	end
	assign showstate = state;
	endmodule
==> run.sh <==
#!/bin/bash
# OpenROAD 26Q1-2900-gdf79404cd8, Yosys 0.63+post, stock flow scripts
make -C /OpenROAD-flow-scripts/flow DESIGN_CONFIG=/design/flow/config.mk WORK_HOME=/design/flow/orfs finish
==> config.mk <==
export PLATFORM = sky130hd
export DESIGN_NAME = enhanced
export DESIGN_NICKNAME = enhanced
export VERILOG_FILES = /design/flow/design.v
export SDC_FILE = /design/flow/constraint.sdc
export NUM_CORES = 4
export LEC_CHECK = 1
export CORE_AREA = 10 10 77 77
export DIE_AREA = 0 0 87 87
==> constraint.sdc <==
current_design enhanced

set clk_period 2.6
set clk_io_pct 0.2

create_clock -name clk0 -period $clk_period [get_ports {clock}]

set non_clock_inputs [all_inputs -no_clocks]
set_input_delay [expr $clk_period * $clk_io_pct] -clock clk0 $non_clock_inputs
set_output_delay [expr $clk_period * $clk_io_pct] -clock clk0 [all_outputs]
==> impl_metrics.csv <==
group,metric,value,unit
global_routing,grt_max_degree,17,
setup_path,worst_path_max_delay_cell,"dfrtp_1",
setup_path,crit_path_cell_trace,"clkdlybuf4s50_1",
clock_tree,post_cts_buffers,0,
yosys,yosysTopAreaCell,"dlxtn_1",
global_routing,grt_pass1_vias,421,
timing,unclocked_pins,10,
power,finalPower,0.620,mW
floorplan,coreArea,0.00435,mm²
floorplan,die_area,0.00757,mm²
detailed_routing,drcViolationCount,0,
placement,dp_hpwl,1090,µm
yosys,most_common_cell,"dlxtn_1",
floorplan,num_rows,24,
cells_and_area,largest-register,"state",
setup_path,cp-end-kind,"output pin",
power,power_switching,0.217,mW
power,peakVddDrop,0.517,mV
run,drv_cap,0,
setup_path,cp_num_buf_inv,1,
setup_path,r2r-end,"state[1]",
floorplan,io_pins,22,
timing,fin_setup_tns,0,ns
yosys,ys_cells,52,
power,power_frac_comb,39.8,%
placement,place_ws,0.950,ns
clock_tree,clkLatencyLatePin,0.21,ns
clock_tree,htreeDepth,1,
yosys,ys_top_cells_by_count,"dlxtn_1, dfrtp_1, nor2_1",
clock_tree,numCtsBuffers,3,
power,netSwitchingFraction,34.9,%
yosys,syn_area,480,µm²
yosys,synth_cell_types,23,
clock_tree,cts_tree,"yes",
clock_tree,cts.path.max_buffers,2,
timing,slew_violations,0,
yosys,simple_gate_share,28.1,%
global_routing,antenna_found_initial,0,
timing,clock.fmax,536,MHz
timing,rsz0062_at_grt,"false",
timing,min_period,1.86,ns
power,intPower,0.404,mW
run,tool_warnings,25,
yosys,ys.flops,14,
cells_and_area,largest_reg_flops,4,
detailed_routing,wl,1330,µm
yosys,area_leaders,"dlxtn_1, dfrtp_1, buf_4",
detailed_routing,diodes,0,
yosys,yosysChipArea,480,µm²
setup_path,regToRegSetupSlack,1.26,ns
timing,skew,0.00174,ns
placement,place_congestion,0.772,
timing,setup_viol,0,
timing,whs,0.511,ns
timing,finalCritPeriodShare,71.7,%
cells_and_area,drive_gt1_share,11.1,%
detailed_routing,drt_pass1_iterations,3,
setup_path,r2r_start,"state[1]",
setup_path,slowest_delay,0.58,ns
cells_and_area,fillers,468,
clock_tree,cts-root-buf,"clkbuf_8",
setup_path,r2r_cells,3,
detailed_routing,drt_iter0_drc,5,
yosys,ys_sh_xor,0,%
floorplan,die_w,87,µm
yosys,postSynthCellCount,52,
power,cellPowerDensity,806,mW/mm²
timing,tightest_slew,0.495,ns
yosys,top_logic_kind,"simple AND/OR/NAND/NOR gates",
setup_path,critPathLaunchType,"flip-flop",
power,p_leak,0.293,nW
power,clock_power_share,20.1,%
timing,final-hold-violation-count,0,
setup_path,path_class,"flip-flop to output pin",
setup_path,critPathArrivalTime,1.34,ns
detailed_routing,drtAntennaViolNets,0,
yosys,ys_warn_count,1,
detailed_routing,vias_per_cell,3.44,
power,seq_power_share,40.0,%
yosys,ys_async_sr_fraction,28.6,%
setup_path,crit_fanout,16,
floorplan,fp_util,11.0,%
yosys,synth-edff-count,0,
global_routing,grt_first_pass_wirelength,2100,µm
hold_path,hold_path_class,"input pin to async pin",
detailed_routing,routedWlPerCell,10.8,µm
cells_and_area,syn_to_final_growth,60.2,%
yosys,avgSynthCellArea,9.24,µm²
floorplan,die_h,87,µm
yosys,yosysTopAreaCellShare,31.3,%
clock_tree,clkTransAtPathRegs,0.03,ns
clock_tree,holdBufCountCts,0,
clock_tree,cts-resized-gates,0,
yosys,synthFlopType,"dlxtn_1",
detailed_routing,vias,427,
setup_path,critPathTopFamily,"flip-flops",
timing,untimed_endpoints,20,
timing,slew-limit-headroom,66.9,%
global_routing,grt.total_usage,3.47,%
yosys,ys_sh_aoi,13.3,%
global_routing,globalRouteOverflowTotal,0,
outcome,outcome,"complete, no violations",
placement,numPortBuffers,21,
yosys,ys_sh_adder,0,%
yosys,ys_sh_mux,0,%
cells_and_area,final_core_util,17.7,%
setup_path,worstPathRequired,2.08,ns
timing,setup_ws,0.736,ns
==> worst max-delay path by stage <==
stage	start	cells after the start	end	slack [ns]
final	state[1]	1	showstate[1]	0.74
after global routing	state[1]	1	showstate[1]	0.65
after CTS	state[1]	1	showstate[1]	0.72
==> cells by family after synthesis <==
logic type	count (synthesis)
compound gates	10
buf+inv	5
simple gates	23
latches	10
flops	4
==> area by class of cell <==
cell class,instances,area [µm²],share of cell area (%)
sequential,14,250,32.5
timing repair buffer,21,210,27.3
multi-input combinational,33,199,25.9
tap,52,65.1,8.46
clock buffer,3,41.3,5.37
inverter,1,3.75,0.488
==> metrics by stage <==
step                cell area [µm²]  std cells
floorplan                       480         52
CTS                             769        124
finish                          769        124
detailed placement              728        121
global placement                728        121
global route                    769        124
==> placed cells by master (no fill, tap or decap) <==
cell type and n:
o21ai_1 1, o22ai_1 1, clkdlybuf4s50_1 21, nand2b_1 3, nand3_1 1, nand2_2 1
o21a_1 1, nor3_2 2, nand2b_2 1, inv_1 1, nor2_2 1, nand3b_1 2
dfrtp_1 4, clkbuf_8 3, nor2_1 4, nand2_1 3, a21oi_1 3, nor3_1 2
o21ai_0 2, a311o_1 2, and3_1 2, nor4_1 1, dlxtn_1 10
==> power groups by stage <==
stage     Sequential (mW)  Clock (mW)  Combinational, mW
4_1_cts             0.249       0.129              0.257
5_1_grt             0.261       0.135              0.284
6_report            0.248       0.125              0.247
==> per-layer routing <==
metal | global-route usage (%) | part of all wire [%] | vias to the layer above
met1 | 4.45 | 50 | 191
met2 | 5.46 | 42 | 15
li1 | - | - | 221
met4 | 0.295 | 0 | 0
met3 | 1.51 | 8.4 | 0
met5 | 0 | 0 | -
Power figures rest on the tool's default switching activity, not on a simulated workload.
