## ./design.v

```verilog
module enhanced_dp(
	input clock,reset,
	input IRload,JMPmux,PCload,Meminst,MemWr,Aload,sub,
	input [1:0] Asel,
	input [7:0] input1,
	output Aeq0,Apos,
	output [2:0] ir,
	output [7:0] out1
);
reg [7:0] inData;
reg [7:0] ir_reg;
reg [4:0] pc;
reg [7:0] avalue;
reg [7:0] ram [31:0];
always @ (posedge clock , negedge reset) begin
if (reset == 0)
begin
	ir_reg <= 0;
end
else
	if(IRload == 0)
	begin
	ir_reg <= ir_reg;
	end
	else
	begin
	ir_reg[7:5] <= inData[7:5];
	ir_reg[4:0] <= inData[4:0];
	end
end
always @ (posedge clock , negedge reset)begin
if (reset ==0)
	pc <= 0;
else
	begin
	if (PCload == 0)
	pc <= pc;
	else
	begin
	if (JMPmux == 1)
	pc <= ir_reg[4:0];
	else
	pc <= pc +1;
	end
	end
end
always @ (posedge clock)begin
ram[0] = 8'b10000000;
ram[1] = 8'b01111111;
ram[2] = 8'b10100100;
ram[3] = 8'b11000001;
ram[4] = 8'b11111111;
ram[31] = 8'b00000001;
if (MemWr == 0)
	begin
	if(Meminst == 1) begin
	inData <= ram[ir_reg[4:0]];
	end
	else
	inData<=ram[pc];
	end
else
	begin
	if(Meminst ==1)
	ram[ir_reg[4:0]] <=  avalue;
	else
	ram[pc] <= avalue;
	end
end
always @ (posedge clock , negedge reset) begin
if (reset ==0)
	avalue <= 0;
else
	if(Aload == 0)
	avalue <= avalue;
	else
	begin
	case (Asel)
	2'b00 : begin
			if(sub == 1)
			avalue = avalue - inData;
			else
			avalue = avalue + inData;
			end
	2'b01 : avalue <= input1;
	2'b10 : avalue <= inData;
	default : avalue <= avalue;
	endcase
	end
end
assign Aeq0= ~(|avalue);
assign Apos= ~(avalue>>7);
assign out1= avalue;
assign ir = ir_reg[7:5];
endmodule
```

## ./run.sh

```bash
#!/bin/bash
# OpenROAD 26Q1-2900-gdf79404cd8, Yosys 0.63+post, stock flow scripts
make -C /OpenROAD-flow-scripts/flow DESIGN_CONFIG=/design/flow/config.mk WORK_HOME=/design/flow/orfs finish
```

## ./config.mk

```make
export PLATFORM = sky130hd
export DESIGN_NAME = enhanced_dp
export DESIGN_NICKNAME = enhanced_dp
export VERILOG_FILES = /design/flow/design.v
export SDC_FILE = /design/flow/constraint.sdc
export NUM_CORES = 4
export LEC_CHECK = 1
export CORE_UTILIZATION = 40
```

## ./constraint.sdc

```tcl
current_design enhanced_dp

set clk_period 3.9
set clk_io_pct 0.2

create_clock -name clk0 -period $clk_period [get_ports {clock}]

set non_clock_inputs [all_inputs -no_clocks]
set_input_delay [expr $clk_period * $clk_io_pct] -clock clk0 $non_clock_inputs
set_output_delay [expr $clk_period * $clk_io_pct] -clock clk0 [all_outputs]
```

==> run notes <==
Numbers from the implementation run.

The flow ran to the end, and the final reports show no timing, DRC or antenna violations. The top register by number of flip-flops is ram. The number of antenna-violating nets in the routed design is 0.

Max-cap violations in this run came to 0. The critical path endpoint has a required time of around 4200 ps. Setup repair after global routing left no endpoint under its margin. The CTS tree is built. The insertion delay at the late pin of the worst-skew pair is ~570 ps.

The placeable core region is 31000 um2. The minimum setup slack after placement is 665 ps. Per the synth stats, the flop cell with the highest instance count is edfxtp_1.

Before antenna repair, the detailed router went through 6 iterations. The clock sink count is 237. The worst setup path is launched from a flop. In the synthesized netlist, the number of instances is 1116. The synthesized area is ~13000 um2. The cts-stage hold buffer count is 0. The die span in x is 180 um. The root buffer cell is clkbuf_16.

The script computed a power per unit cell area of slightly below 800 nW/um2. The worst path needs 3390 ps of the cycle, external delays included. The most common logic cells in the final layout are edfxtp_1, buf_4, nor2_1. Detailed placement ended at an HPWL of 54700 um.

The setup clock skew after layout is between 20 and 25 ps. The setup fix buffers added after clock tree synthesis is 0. Among all stages on the critical path, the maximum delay recorded is around 650 ps. Entering global routing, the biggest net connects 31 pins. Listed in order, past its start point the critical path passes nand2_1 -> nor2_1 -> ha_1 -> nor4_1 -> a41oi_1 -> buf_4 -> o31a_1 -> a311o_1.

The share of cells above drive strength 1 is about 17%. Per STA, the worst path accumulates the most delay in the family simple AND/OR/NAND/NOR gates. The category of the critical setup timing path is flop to flop. Per the GRT congestion report, total overflow comes to 0. TritonRoute reported its final design rule violation total as 0.

The post-CTS clock slew at the launch and capture registers of the worst setup and hold paths is approximately 60 ps. The number of flops mapped to enable cells by yosys is ~220. The arrival time of data at the critical path endpoint is approximately 3700 ps. Setup violations remaining at the end of the flow were counted as 0.

From bottom edge to top edge, the die measures between 150 and 200 um. Counting endpoints that fail hold in the final report gives 0. In this run the tightest slew margin relative to its limit is between 30% and 40%. The post-synthesis to final-layout area growth is 17.2%. The maximum count of clock buffers along a single path is 3. The number of antenna violations at the first check in global routing was 3.

The final weighted congestion in routability-driven placement is 1.12. Summed over its instances, the top area cell type makes up 50.9% of the synthesized netlist area. Timing would allow up to slightly below 300 MHz.

The reported leakage power is roughly 5.2 nW. Dividing the final minimum period by the clock period gives 86.9%. Detailed routing inserted a total of about 12000 vias. The most instantiated logic cell after routing is edfxtp_1. According to the I/O placement log, the pin count is 32. The setup slack of the critical path after layout is around 500 ps.

Counting the warning lines in the Yosys log gives 2. The placement report lists the number of port buffers as 31. The via count of the first global-routing pass is approximately 12000.

Yosys stat counts 1116 cells in the synthesized netlist. Among all stages on the critical path, the largest delay is contributed by nor4_1. The count of final max-slew check failures is 0.

The critical path capture point type is a flop. The combined global-route utilization of all metal layers is between 40% and 50%. Yosys mapped the design onto ~74 distinct sky130hd cell types. The synthesis report gives the async set-or-reset register share as 8.86%.

Per the TritonCTS log, the buffer count is 26. The overall routed net length is about 70000 um. In this run, post-CTS repair resized a total of 0 instances. The script logs the ratio of routed vias to standard cells as between 7 and 8. The die outline area is around 33000 um2. Sequential cells were found to cover 55.0% of the synthesized design area.

Dividing the synthesized area by the synthesized cell count gives 11.4 um2. The first global-routing pass estimated 96000 um of wire. The path type of the worst min-delay path is flop to flop. The maximum vdd drop is 0.403 mV.

The worst-margin pin slew is approximately 910 ps. The largest fanout on the critical path is 20. The summed negative setup slack over all endpoints is 0 ps. Counting both buffers and inverters, the worst setup path holds a total of 1. In this run, synthesis produced a sequential element count of 237. In this run the number of H-tree levels came out at 1. The number of flip-flops in the largest register is ~210. The tally of OpenROAD warnings is 31. In this run, the number of DRC markers left after iteration 0 of detailed routing was 1540.

The biggest area contributor in the post-synthesis netlist is edfxtp_1. The number of rows created at floorplan is 64. Power comes to between 10 and 15 mW. The final layout report lists a filler cell count of 2816.

The initial core utilization is around 40%. According to the Yosys statistics, the synthesized design has a chip area of 12700 um2. The mean routed wirelength per cell is between 40 and 50 um.

By area the synthesized netlist is led by edfxtp_1, dfrtp_1, mux2i_1.
-- layer usage --
layer | wire length, um | GRT usage (%)
met3 | 10200 | 23.8
met2 | 29200 | 63.0
met1 | 26000 | 62.8
met4 | 5600 | 27.3
met5 | 288 | 3.11
-- where the power goes --
group | leakage (nW) | internal, mW | switching [mW]
Combinational | 2.57 | 1.88 | 3.80
Clock | 0.385 | 1.28 | 1.02
Sequential | 2.21 | 3.35 | 0.470
Total | 5.17 | 6.51 | 5.29
-- path summary, 6_finish.rpt --
path | startpoint | end | slack, ps | cells past startpoint
max | pc[2] | inData[5] | 510 | 8
min | ir_reg[5] | ir_reg[5] | 510 | 1
max reg2reg | pc[2] | inData[5] | 510 | 8
min reg2reg | ir_reg[5] | ir_reg[5] | 510 | 1
max in group asynchronous | reset | ir_reg[4] | 3010 | 2
min in group asynchronous | reset | pc[0] | 590 | 2
-- synth_stat cells (all sizes together), types with 12 or more instances --
cell type and instances:
a22oi 41, o21ai 37, nand3 39, a32o 15, nor2b 24, nand2b 13
nand2 48, ha 17, mux2 24, edfxtp 216, and3 12, a32oi 21
a22o 30, dfrtp 21, a221oi 21, mux2i 37, a21oi 53, nor3 54
buf 45, nor2 85, inv 24, a31oi 19, clkbuf 50, nand4 14
-- layout make-up --
class / count / area [um2] / area share (%)
Clock inverter: 12 / 78.8 / 0.528
Inverter: 25 / 93.8 / 0.629
Tap cell: 396 / 495 / 3.32
Timing Repair Buffer: 164 / 1320 / 8.82
Sequential cell: 237 / 7020 / 47.0
Clock buffer: 35 / 706 / 4.73
Multi-Input combinational cell: 759 / 5210 / 34.9
Antenna cell: 5 / 12.5 / 0.0838
-- through the flow --
step | hold slack [ps] | cells | instance area [um2] | utilization (%)
floorplan | 482 | 1116 | 12700 | -
global placement | 489 | 1581 | 14100 | 45.6
detailed placement | 495 | 1581 | 14100 | 45.6
CTS | 508 | 1628 | 14900 | 48.1
global route | 530 | 1628 | 14900 | 48.1
finish | 506 | 1633 | 14900 | 48.2
-- cells by family after synthesis --
kind of cell | Yosys count | synth area share (%)
xor gates and xnor gates | 12 | 0.825
and+or+nand+nor | 337 | 13.4
buffers and inverters | 120 | 4.16
DFF | 237 | 55.0
muxes | 66 | 5.91
AOI/OAI and AO/OA | 326 | 18.9
adders and majority gates | 18 | 1.83
Power is estimated from default activity; no workload was simulated.
